[design/flow/design.v]
module counter_4bit (
    input clk,
    input rst,
    input up_down,     
    output reg [3:0] count
);
    always @(posedge clk or posedge rst) begin
        if (rst) begin
            count <= 4'b0000;
        end else begin
            if (up_down) 
                count <= count + 1;
            else 
                count <= count - 1;
        end
    end
endmodule
[design/flow/run.sh]
#!/bin/bash
# OpenROAD 26Q1-2900-gdf79404cd8, Yosys 0.63+post, stock flow scripts
make -C /OpenROAD-flow-scripts/flow DESIGN_CONFIG=/design/flow/config.mk WORK_HOME=/design/flow/orfs finish
[design/flow/config.mk]
export PLATFORM = sky130hd
export DESIGN_NAME = counter_4bit
export DESIGN_NICKNAME = counter_4bit
export VERILOG_FILES = /design/flow/design.v
export SDC_FILE = /design/flow/constraint.sdc
export NUM_CORES = 4
export LEC_CHECK = 1
export CORE_AREA = 10 10 70 70
export DIE_AREA = 0 0 80 80
[design/flow/constraint.sdc]
current_design counter_4bit

set clk_period 1.7
set clk_io_pct 0.2

create_clock -name clk0 -period $clk_period [get_ports {clk}]

set non_clock_inputs [all_inputs -no_clocks]
set_input_delay [expr $clk_period * $clk_io_pct] -clock clk0 $non_clock_inputs
set_output_delay [expr $clk_period * $clk_io_pct] -clock clk0 [all_outputs]
==> out/results.tsv <==
stage	metric	value	unit
routing	drt_first_pass_iters	2	
run	log.warning_count	25	
placed_design	dp_hpwl	363.3	um
power_and_ir_drop	power_density	1344	nW/um^2
synth	ys_chip_area	198.9	um^2
worst_setup_path	slowest_delay	0.48	ns
floorplan	core_area	3416	um^2
worst_setup_path	r2r_slack	0.48	ns
clock_tree	cts_setup_buffers	0	
routing	num_antenna_cells	0	
synth	synthAoiAreaFrac	8.176	%
global_route	grt_max_degree	5	
worst_setup_path	required	1.86	ns
worst_setup_path	cp_slowest_cell	clkdlybuf4s50_1	
floorplan	fp-utilization	5.824	%
synth	ys.warnings.count	1	
worst_setup_path	crit_path_start_kind	input port	
worst_setup_path	crit_type	in -> reg	
worst_setup_path	r2r_start	count[1]$_DFF_PP0_	
clock_tree	cts.sinks	4	
worst_hold_path	holdCritPathClass	in -> async	
cells_and_area	top_regs	count (4)	
worst_setup_path	crit_fanout	3	
power_and_ir_drop	clkPwrFrac	25.1	%
placed_design	dp.cells	68	
clock_tree	cts_hold_buf	0	
cells_and_area	regMostFlops	count	
power_and_ir_drop	comb_power_share	39.9	%
clock_tree	cts_root_buf	clkbuf_4	
cells_and_area	instances_no_fill	71	
final_timing	setup_tns	0	ns
worst_setup_path	cp.arrival	1.67	ns
final_timing	slew_headroom	88.32	%
synth	synthDistinctLibCells	8	
clock_tree	clkLatencyLatePin	0.23	ns
cells_and_area	regArea	100.1	um^2
cells_and_area	fillers	404	
synth	ys_sh_xor	13.21	%
synth	synth_top_cell_by_area	dfrtp_1	
placed_design	numPortBuffers	6	
synth	ys_top_logic_family	adder cells	
cells_and_area	largest_register_ffs	4	
floorplan	fp-row-count	21	
routing	route.detailed.drc	0	
cells_and_area	fin_area	346.6	um^2
clock_tree	cts_buffers	3	
power_and_ir_drop	p_sw	0.1259	mW
routing	first_iter_violations	10	
final_timing	fin_crit_sh	88.73	%
synth	synth_seq_share	50.31	%
synth	topCellsByArea	dfrtp_1, ha_1, fa_1	
power_and_ir_drop	internal_power	0.3399	mW
synth	ys_cells	15	
synth	simple_gate_area_share	0	%
placed_design	placed_area	324.1	um^2
worst_setup_path	endpoint_kind	flip-flop	
synth	synthesis.area	198.9	um^2
global_route	grtUsageTotal	1.673	%
global_route	antenna_found_initial	0	
cells_and_area	area_delta_synth_final	74.21	%
run	drv_cap	0	
final_timing	worstMarginPinSlew	0.1739	ns
clock_tree	cts_buffer_depth	2	
synth	adder_share	22.64	%
routing	routedWlPerCell	6.141	um
final_timing	slew_viol_final	0	
placed_design	gp_congestion	0.7616	
synth	synthCells	15	
final_timing	fin_skew	0.0009924	ns
final_timing	period_minus_slack	1.508	ns
final_timing	fmax	0.6630	GHz
routing	drt-total-wl	436	um
power_and_ir_drop	power.leakage	0.1463	nW
worst_setup_path	worstPathCellList	clkdlybuf4s50_1 > inv_1 > ha_1 > a21o_1 > a21oi_2 > xnor2_1	
cells_and_area	post-route-util	10.15	%
floorplan	chipArea	6400	um^2
final_timing	rsz0062_at_grt	false	
status	status	complete, no violations	
cells_and_area	comb_area	87.58	um^2
clock_tree	ctsHtreeMaxLevel	1	
global_route	grt_pass1_vias	151	
routing	vias	140	
floorplan	die.size.x	80	um
synth	synth_area_per_cell	13.26	um^2
floorplan	pin_count	7	
clock_tree	cts_tree	built	
synth	ys.flops	4	
final_timing	finalHoldViolations	0	
floorplan	die_h	80	um
global_route	overflow	0	
worst_setup_path	rr_endpoint	count[3]$_DFF_PP0_	
worst_setup_path	reg2reg_depth	4	
power_and_ir_drop	seq_power_share	35.0	%
cells_and_area	layout-drive-gt1-share	20.00	%
clock_tree	post_cts_resized	0	
synth	synth_top_area_share	50.31	%
synth	synth.area.mux_share	0	%
final_timing	setup_violations	0	
final_timing	whs	0.2900	ns
routing	viasPerCell	1.972	
routing	antenna_left	0	
power_and_ir_drop	ir_drop	219.7	uV
global_route	grt_pass1_wl	745	um
power_and_ir_drop	switching_share	27.03	%
clock_tree	clk_pin_slew	0.04	ns
[cell families (layout without fill, tap and decap cells)]
kind of cell / count (synthesis) / after routing
xor gates and xnor gates: 3 / 3
AOI/OAI and AO/OA: 2 / 2
buffers and inverters: 3 / 13
DFF: 4 / 4
adders and majority gates: 3 / 3
[power groups by stage]
| stage | Combinational, mW | Sequential, mW | Clock [mW] |
|---|---|---|---|
| 6_report | 0.186 | 0.163 | 0.117 |
| 5_1_grt | 0.219 | 0.169 | 0.129 |
| 4_1_cts | 0.193 | 0.164 | 0.122 |
[layout make-up]
cell class / count / area share, %
flip-flops and latches: 4 / 28.88
multi-input cells: 8 / 25.27
repair buffers: 7 / 19.49
well taps: 46 / 16.61
clock buffers: 3 / 6.498
inverters: 3 / 3.249
[synthesized netlist by cell type]
cell type,number
ha_1,2
xnor2_1,2
xor2_1,1
a21oi_2,1
a21o_1,1
inv_1,3
dfrtp_1,4
fa_1,1
[critical path, delay by kind of cell]
kind                       cells  cell delay [ns]
AOI/OAI and AO/OA              2             0.33
xor gates and xnor gates       1             0.12
adders and majority gates      1             0.30
buffers and inverters          2             0.57
[through the flow]
step	setup WS [ns]	total power, mW
after floorplan	0.5116	0.2515
after global placement	-0.03060	0.3485
after detailed placement	-0.04462	0.3550
after CTS	0.1809	0.4782
after global routing	0.1129	0.5176
final	0.1917	0.4657
[worst max-delay path by stage]
stage | startpoint | to | slack [ns] | cells after the start
after CTS | count[0]$_DFF_PP0_ | count[0] | 0.18 | 1
final | up_down | count[3]$_DFF_PP0_ | 0.19 | 6
after global routing | up_down | count[3]$_DFF_PP0_ | 0.11 | 6
[layout by cell type, fill, tap and decap left out]
| cell type | Yosys | routed |
|---|---|---|
| clkdlybuf4s50_1 | 0 | 6 |
| dfrtp_1 | 4 | 4 |
| inv_1 | 3 | 3 |
| clkbuf_4 | 0 | 3 |
| xnor2_1 | 2 | 2 |
| ha_1 | 2 | 2 |
| a21o_1 | 1 | 1 |
| a21oi_2 | 1 | 1 |
| xor2_1 | 1 | 1 |
| fa_1 | 1 | 1 |
| buf_4 | 0 | 1 |
[metal layers]
metal  up-vias  routed length (um)  GRT usage (%)
li1         70                   -              -
met1        60                 193          2.015
met2        10                 115          1.204
met3         0                 126          2.841
met4         0                   0         0.3521
met5         -                   0              0
Power figures rest on the tool's default switching activity, not on a simulated workload.
