**config.mk**
```make
export PLATFORM = sky130hd
export DESIGN_NAME = Counter
export DESIGN_NICKNAME = Counter
export VERILOG_FILES = /design/flow/design.v
export SDC_FILE = /design/flow/constraint.sdc
export NUM_CORES = 4
export LEC_CHECK = 1
export CORE_AREA = 10 10 70 70
export DIE_AREA = 0 0 80 80
```
**design.v**
```verilog
module Counter (
    input clk, reset, up_down,   
    output reg [3:0] count
);
always @(posedge clk or posedge reset) begin
    if (reset)
        count <= 4'b0000;
    else if (up_down)
        count <= count + 1;
    else
        count <= count - 1;
end
endmodule
```
**run.sh**
```bash
#!/bin/bash
# OpenROAD 26Q1-2900-gdf79404cd8, Yosys 0.63+post, stock flow scripts
make -C /OpenROAD-flow-scripts/flow DESIGN_CONFIG=/design/flow/config.mk WORK_HOME=/design/flow/orfs finish
```
**constraint.sdc**
```tcl
current_design Counter

set clk_period 2.1
set clk_io_pct 0.2

create_clock -name clk0 -period $clk_period [get_ports {clk}]

set non_clock_inputs [all_inputs -no_clocks]
set_input_delay [expr $clk_period * $clk_io_pct] -clock clk0 $non_clock_inputs
set_output_delay [expr $clk_period * $clk_io_pct] -clock clk0 [all_outputs]
```
==> impl_metrics.json <==
{
  "status": "finished clean",
  "cts_buffer_depth": 2,
  "power.leakage_uw": 0.0001415,
  "warning_count": 25,
  "hold_buffers": 0,
  "final_area_sq_um": 339.1,
  "rsz0062_at_grt": "false",
  "yosys_area_sq_um": 198.9,
  "start_kind": "input pin",
  "yosys_warnings": 1,
  "totalNegativeSetupSlack_ns": 0,
  "grt_usage_pct": 1.627,
  "crit_type": "in2reg",
  "drt-initial-drc-count": 2,
  "grt_max_degree": 5,
  "peakVddDrop_mv": 0.1700,
  "antenna_found_initial": 0,
  "common_cells": "4 x dfrtp_1, 3 x inv_1, 2 x ha_1, 2 x xnor2_1",
  "top_area_share_pct": 50.31,
  "initCoreUtil_pct": 5.824,
  "postCtsSetupRepairBufs": 0,
  "fin_cells": 70,
  "max_freq_ghz": 0.6227,
  "clkSlewWorstSetupHoldPaths_ns": 0.04,
  "ys_ff": 4,
  "dr.pass1.iters": 2,
  "cts_root_buf": "clkbuf_4",
  "cts_sinks": 4,
  "post_cts_resized": 0,
  "clock_skew_ns": 0.0003277,
  "diodes": 0,
  "ff_type": "dfrtp_1",
  "port_buffers": 6,
  "h-tree-depth": 1,
  "placed_area_sq_um": 316.6,
  "hold_viol": 0,
  "crit_required_ns": 2.26,
  "ioPinCount": 7,
  "drive_gt1_share_pct": 16.67,
  "wl_per_cell_um": 5.943,
  "synthCells": 15,
  "drt-vias-per-instance": 1.957,
  "grt_overflow_total": 0,
  "yosysUniqueCellTypes": 8,
  "endpoint_kind": "flip-flop",
  "numCtsBuffers": 3,
  "setup_violations": 0,
  "netlist_area_sq_um": 198.9,
  "grt_pass1_vias": 147,
  "top_regs": "count x4",
  "core_sq_um": 3416,
  "synth_area_leader_cell": "dfrtp_1",
  "finalWeightedCongestion": 0.7481,
  "cts_tree": "built",
  "die_area_sq_um": 6400,
  "syn_avg_cell_area_sq_um": 13.26,
  "drc_errors": 0,
  "dieWidth_um": 80,
  "worstMarginPinSlew_ns": 0.1841,
  "clock_latency_ns": 0.23,
  "edf_count": 0,
  "cp.arrival_ns": 1.76,
  "largest_reg_flops": 4,
  "synth.most_common_cell": "dfrtp_1",
  "maxCapViolCount": 0,
  "area_leaders": "dfrtp_1 50%, ha_1 13%, fa_1 10%",
  "slew_viol_final": 0,
  "wirelength_um": 416,
  "worst_hold_path_type": "in2async",
  "maxSlewHeadroom_pct": 87.64,
  "worstPathMaxFanout": 3,
  "async_flop_share_pct": 100.0,
  "ys_cells": 15,
  "fin_crit_sh_pct": 76.47,
  "ys_seq_share_pct": 50.31,
  "hold_slack_ns": 0.3716,
  "die_y_um": 80,
  "largest-register": "count",
  "vias": 137,
  "p_per_area_nw_per_um2": 1096,
  "row_count": 21,
  "ant_nets": 0,
  "area_growth_pct": 70.44,
  "period_needed_ns": 1.606,
  "grt_pass1_wl_um": 731,
  "place_inst": 67
}
kinds of logic after synthesis:
kind of cell | after synthesis | synth area share [%]
AOI/OAI and AO/OA | 2 | 8.178
adders and majority gates | 3 | 22.64
xor gates and xnor gates | 3 | 13.21
DFF | 4 | 50.32
buffers and inverters | 3 | 5.660
layer usage:
| layer | vias up | GRT usage, % | wire, um |
|---|---|---|---|
| met4 | 0 | 0.1761 | 0 |
| met1 | 61 | 1.948 | 174 |
| met3 | 0 | 2.841 | 129 |
| met5 | - | 0 | 0 |
| met2 | 10 | 1.204 | 112 |
| li1 | 66 | - | - |
path summary, 6_finish.rpt:
| kind | cells past startpoint | to | from | slack (ns) |
|---|---|---|---|---|
| setup / recovery | 6 | count[3] | up_down | 0.49 |
| hold / removal | 2 | count[3] | reset | 0.37 |
| setup reg to reg | 4 | count[3] | count[1] | 0.90 |
| hold reg to reg | 1 | count[0] | count[0] | 0.52 |
| max in group asynchronous | 2 | count[0] | reset | 1.58 |
| min in group clk0 | 1 | count[0] | count[0] | 0.52 |
worst max-delay path: stages:
cell and delay [ns]:
clkdlybuf4s50_1 0.50, inv_1 0.10, ha_1 0.30, a21o_1 0.19, a21oi_2 0.14, xnor2_1 0.12
where the power goes:
group / switching [uW] / internal (uW) / total, uW
registers: 21.8 / 109 / 131
logic: 46.6 / 100 / 147
clock network: 30.0 / 63.8 / 93.8
total: 98.4 / 273 / 372
placed cells by master (no fill, tap or decap), drive strengths merged:
cell / n
fa: 1
a21oi: 1
ha: 2
clkdlybuf4s50: 6
inv: 3
xor2: 1
dfrtp: 4
xnor2: 2
clkbuf: 3
a21o: 1
metrics by stage:
step	utilization (%)	setup slack, ns	power (uW)
floorplan	-	0.8316	203.6
detailed placement	9.267	0.2445	284.8
global placement	9.267	0.2656	280.6
finish	9.927	0.4940	371.6
CTS	9.927	0.4918	383.3
global route	9.927	0.3707	415.8
cell type report:
type / count / area, sq um
timing repair buffer: 6 / 60.06
multi-input combinational: 8 / 87.58
fill: 406 / 3077
sequential: 4 / 100.1
inverter: 3 / 11.26
clock buffer: 3 / 22.52
tap: 46 / 57.56
Power is estimated from default activity; no workload was simulated.
