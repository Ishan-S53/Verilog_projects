## ./constraint.sdc

```tcl
current_design ALU

set clk_period 2.0
set clk_io_pct 0.2

create_clock -name clk0 -period $clk_period

set non_clock_inputs [all_inputs -no_clocks]
set_input_delay [expr $clk_period * $clk_io_pct] -clock clk0 $non_clock_inputs
set_output_delay [expr $clk_period * $clk_io_pct] -clock clk0 [all_outputs]
```

## ./config.mk

```make
export PLATFORM = sky130hd
export DESIGN_NAME = ALU
export DESIGN_NICKNAME = ALU
export VERILOG_FILES = /design/flow/design.v
export SDC_FILE = /design/flow/constraint.sdc
export NUM_CORES = 4
export LEC_CHECK = 1
export CORE_AREA = 10 10 70 70
export DIE_AREA = 0 0 80 80
```

## ./design.v

```verilog
module ALU (
    input [3:0] A, B,
    input [2:0] ALU_Sel,   
    output reg [3:0] ALU_Out,
    output reg Carry_Out
);
always @(*) begin
    Carry_Out = 0;
    case (ALU_Sel)
        3'b000: {Carry_Out, ALU_Out} = A + B;    
        3'b001: {Carry_Out, ALU_Out} = A - B;    
        3'b010: ALU_Out = A & B;    
        3'b011: ALU_Out = A | B;    
        3'b100: ALU_Out = A ^ B;    
        3'b101: ALU_Out = ~A;       
        default: ALU_Out = 4'b0000;
    endcase
end
endmodule
```

## ./run.sh

```bash
#!/bin/bash
# OpenROAD 26Q1-2900-gdf79404cd8, Yosys 0.63+post, stock flow scripts
make -C /OpenROAD-flow-scripts/flow DESIGN_CONFIG=/design/flow/config.mk WORK_HOME=/design/flow/orfs finish
```

==> flow_summary.toml <==
# physical design summary
[cells_and_area]
drive_above_1_share = 0.652
final_core_util = 0.328
nFillCells = 343
final_cells = 158
seqCellArea_um2 = 0
final_cell_area_um2 = 1120
n_clock_buffer = 0
combGateArea_um2 = 638
area_growth_pct = 104
ff_count = 0

[floorplan]
boundaryPins = 16
num_rows = 21
initial_core_util = 0.161
die_w_um = 80
core-area_um2 = 3420
die_y_um = 80
dieArea_um2 = 6400

[route]
drt_iter0_drc = 8
via_per_inst = 4.03
dr.pass1.iters = 2
drc = 0
ant_nets = 0
n_antenna_cell = 0
wirelength_mm = 1.65
vias = 637
wl_per_cell_um = 10.5

[sta]
rsz0062_at_grt = "yes"
layout_setup_ws_ns = -0.460
min_period_ns = 2.46
max_freq_ghz = 0.406
fin_crit_sh = 1.23
tightest_slew_ns = 0.316
tns_ns = -1.26
relSlewSlack = 0.789
setup_violations = 4
timing.hold.ws_ns = 1.32
hold_violations = 0
slew_viol_final = 0

[synthesis]
syn_inst = 71
synth-cells-yosys = 71
ys_seq_share = 0
ys_area_um2 = 549
ys_warn_count = 1
syn_area_um2 = 549
ys_types = 28
yosys.area.top_type = "ha_1"
synth_top_area_share = 0.273
syn_area_per_cell_um2 = 7.74
area_leaders = "ha_1, inv_1, fa_1"

[flow_run]
drv_cap = 0
warning_count = 43

[worst_setup_path]
slowest_delay_ns = 0.52
worstPathMaxFanout = 2
cpMaxStageDelayCell = "fa_2"
path_cells = "buf_8, buf_6, inv_4, ha_4, inv_2, fa_2, inv_2, mux4_2, o22ai_2, buf_2"
cp.arrival_ns = 2.06
required_ns = 1.60
path_buffers = 6
end_kind = "primary output"
crit_path_frequent_cell = "inv_2"
path_class = "in -> out"
start_kind = "primary input"
crit_family = "adder cells"

[place]
pre_cts_ws_ns = -1.41
io_buffers = 16
dpl-instance-area_um2 = 948
post-dp-hpwl_mm = 1.36
place_congestion = 0.854
dp_cells = 153

[power]
power.leakage_nw = 0.488
power_density_nw_per_um2 = 217
peakVddDrop_mv = 0.0934
p_total_uw = 242

[global_route]
antenna_found_initial = 0
grt-ovfl-total = 0
grt_pass1_vias = 637
grt_pass1_wl_mm = 2.90
grt_max_degree = 10
grt_use_total = 0.0533

[min_path]
hp-class = "in -> out"

[cts]
cts_hold_buf = 0

[outcome]
violations = "setup timing"
status = "finished with violations"
-- kinds of logic (layout without fill, tap and decap cells) --
family                   after synthesis  count (layout)  share of synthesized area
adder cells (fa/ha/maj)               14              14                      0.346
AND/OR/NAND/NOR                       13              13                      0.118
AND-OR/OR-AND                         23              23                      0.337
multiplexers                           1               1                     0.0410
buffers and inverters                 19              60                      0.141
XOR/XNOR                               1               1                     0.0159
-- power breakdown --
| group | internal (mW) | switching (mW) | total [mW] |
|---|---|---|---|
| clock network | 0 | 0 | 0 |
| logic | 0.135 | 0.107 | 0.242 |
| registers | 0 | 0 | 0 |
| total | 0.135 | 0.107 | 0.242 |
-- routing by layer --
metal | up-vias | track usage | wire, um | part of all wire
met3 | 2 | 0.0102 | 82 | 0.050
met1 | 288 | 0.0752 | 824 | 0.50
met4 | 0 | 0.00352 | 10 | 0.0060
met5 | - | 0 | 0 | 0
li1 | 335 | - | - | -
met2 | 12 | 0.0851 | 737 | 0.45
-- Yosys cell counts --
cell,number
a2111oi_1,2
o21bai_1,2
and2b_1,1
o21ai_1,1
fa_1,2
o221ai_1,1
dlygate4sd1_1,1
mux4_2,1
o41ai_2,1
inv_1,16
nand2_1,3
a21oi_1,4
nor3_1,2
buf_2,1
and3_1,1
a31oi_1,1
a2111oi_4,1
o41a_1,1
o31ai_1,1
inv_2,1
a211oi_1,1
ha_1,12
o22ai_1,4
nor2_1,3
xnor2_1,1
o21ai_0,3
nand2b_1,2
nor2b_1,1
-- cell type report --
cell class,count,area share
Timing Repair Buffer,43,0.317
Multi-Input combinational cell,52,0.570
Tap cell,46,0.0514
Inverter,17,0.0615
-- worst min-delay path: stages --
cell and delay [ns]:
clkdlybuf4s15_2 0.23, buf_4 0.12, o41ai_2 0.06, buf_2 0.11
-- repair_timing --
action	4_1_cts	5_1_grt
pin swaps	14	5
resized	73	6
setup endpoints to repair	5	4
cloned	0	0
setup buffers	5	0
-- worst paths after layout --
check,start,endpoint,slack (ns),depth (start not counted)
worst max-delay path,A[0],ALU_Out[1],-0.46,10
worst min-delay path,ALU_Sel[2],ALU_Out[3],1.32,4
-- layout by cell type, fill, tap and decap left out, types with 2 or more instances in the layout --
cell type,netlist,final
o22ai_1,4,3
ha_2,0,2
o21bai_1,2,2
a2111oi_4,1,2
ha_4,0,6
clkdlybuf4s15_2,0,3
fa_2,0,2
inv_4,0,2
dlygate4sd2_1,0,6
o21ai_0,3,3
nand2_1,3,3
inv_2,1,10
buf_2,1,5
buf_4,0,23
buf_6,0,5
nor2_1,3,3
inv_1,16,5
ha_1,12,4
a21oi_1,4,2
No activity file was given, so power comes from the tool's default toggle rates.
